===== ./design.v =====
`timescale 1us/1us
module ProximitySensor(output reg trigger, input echo, input clk, output reg isCrash);  
  reg [31:0] counter = 32'b0;
  reg [31:0] distance = 100000;
  reg [31:0] echo_cntr = 32'b0;
  always@(posedge clk)
    begin
        if(counter <= 1000)
            begin
              trigger = 1'b1;
            end
        else
            begin
              trigger = 1'b0;
            end
        if(echo)
            begin
              echo_cntr <= echo_cntr + 1;
            end
        else
            begin
              if(echo_cntr)
                begin
                    if(echo_cntr < distance)
                        begin
                          isCrash = 1'b1;
                        end
                    else
                        begin
                          isCrash = 0;
                        end
                end
            end
            if(counter == 3000000)
                begin
                    trigger <= 0;
                    counter <= 0;
                    echo_cntr <= 1'b0;
                end
            else
                begin
                  counter <= counter +1;
                end
    end
endmodule

===== ./run.sh =====
#!/bin/bash
# OpenROAD 26Q1-2900-gdf79404cd8, Yosys 0.63+post, stock flow scripts
make -C /OpenROAD-flow-scripts/flow DESIGN_CONFIG=/design/flow/config.mk WORK_HOME=/design/flow/orfs finish

===== ./config.mk =====
export PLATFORM = sky130hd
export DESIGN_NAME = ProximitySensor
export DESIGN_NICKNAME = ProximitySensor
export VERILOG_FILES = /design/flow/design.v
export SDC_FILE = /design/flow/constraint.sdc
export NUM_CORES = 4
export LEC_CHECK = 1
export CORE_UTILIZATION = 30

===== ./constraint.sdc =====
current_design ProximitySensor

set clk_period 5.0
set clk_io_pct 0.2

create_clock -name clk0 -period $clk_period [get_ports {clk}]

set non_clock_inputs [all_inputs -no_clocks]
set_input_delay [expr $clk_period * $clk_io_pct] -clock clk0 $non_clock_inputs
set_output_delay [expr $clk_period * $clk_io_pct] -clock clk0 [all_outputs]

==> job_summary.md <==
## Synthesis and layout report

| Metric | Value |
|---|---|
| Status | `finished, final reports clean` |
| Yosys cell count | `380` |
| Post-synth EDFFs | `1` |
| Cycle use final | `54.09%` |
| Non-Filler Instances | `513` |
| CTS tree | `done` |
| Via count | `2674` |
| Row count | `38` |
| Cell Type Count | `45` |
| Worst Setup SP | `echo` |
| First-pass GRT wire length | `11210 microns` |
| Number of I/O port buffers | `3` |
| Core area | `10840 sq um` |
| Die W | `107.7 microns` |
| Synth warn | `1` |
| Critical Path Fanout Max | `13` |
| Leakage | `1.169 nW` |
| Vias in the first global route | `2413` |
| GPL Wtd Cong | `0.8332` |
| DRC viols | `0` |
| Hold path start | `counter[31]$_SDFF_PN0_` |
| Post-DRT Antenna Nets | `0` |
| Pwr/cell area | `303.7 nW/um^2` |
| Pin count of the biggest net entering global routing | `35` |
| Top area contributor share | `38.85%` |
| 1st-iter DRT viols | `144` |
| Post-synth seq share | `39.75%` |
| Chip Height | `107.7 microns` |
| Worst EP required | `5270 ps` |
| Post CTS Setup Buffer Count | `0` |
| Die ar. | `11590 sq um` |
| Layout area overhead | `6.313%` |
| CTS Sinks | `66` |
| Slew Viols, Final | `0` |
| Fillers | `1107` |
| Relative slew slack | `46.19%` |
| GRT overflow | `0` |
| Setup TNS | `0 ps` |
| Reg clk slew, reported paths | `60 ps` |
| Post-Syn Area | `3349 sq um` |
| Post-Syn Area per Cell | `8.814 sq um` |
| Final wirelength | `6257 microns` |
| Hold_ws | `466.1 ps` |
| Max-cap violations | `0` |
| FFs w/ async S/R, synth | `0%` |
| Share of cells above drive strength 1 | `6.702%` |
| Storage element area | `1331 sq um` |
| Cell area leaders | `dfxtp_1, xnor2_1, nand4_1` |
| Setup violators final | `0` |
| Log Warnings | `27` |
| Yosys top cell by area | `dfxtp_1` |
| Peak Freq | `369.8 MHz` |
| I/O pin count | `4` |
| Post-CTS Resized | `0` |
| Root Driver | `clkbuf_8` |
| Gr usage total | `11.89%` |
| Cts bufs inserted | `9` |
| Least-Margin Pin Slew | `804.2 ps` |
| Data arrival time of the critical path | `2970 ps` |
| Worst flop-to-flop path startpoint | `counter[27]$_SDFF_PN0_` |
| Largest vdd supply drop | `0.1260 mV` |
| Vias/cell | `5.212` |
| Main synth FF type | `dfxtp_1` |
| Initial DRT Pass Iterations | `4` |
| RSZ-0062 raised after global routing | `false` |
| CP startpoint kind | `primary input` |
| Syn Inst Count | `380` |
| Placed Cells | `498` |
| Placement Setup Slack | `1949 ps` |
| Fin worst setup slack | `2296 ps` |
| Ant diodes | `0` |
| Minimum clock period after layout | `2704 ps` |
| Critical path class | `in2reg` |
| Total power | `0.001081 W` |
| Wire length per cell | `12.20 microns` |
| Crit path capture type | `flop` |
| Yosys Chip Area | `3349 sq um` |
| CTS H-tree lvls | `3` |
| Initial antenna violation count | `0` |
| Logic area | `1799 sq um` |
| Hold Vio Cnt, Final | `0` |
| Starting density of the core | `30.90%` |
| Bufs on Longest Clock Path | `2` |
| Hold buffer count at cts | `0` |
| Synth Register Bits | `66` |
| Hold Path Class | `reg2reg` |
| Hpwl dp | `4238 microns` |
| Late-Pin Clk Latency | `340 ps` |
| Worst clock skew | `9.010 ps` |
[synth_stat cells, types with 2 or more instances]
cell,instances
xor2_1,14
and2_1,7
inv_1,11
nand4_1,28
buf_4,3
clkbuf_1,7
xnor2_1,23
nand2_1,23
or2_2,2
or4_1,15
ha_1,4
buf_6,8
o31ai_1,14
nand3_1,21
nor3_1,10
a21oi_1,24
nor2_1,26
nor4_1,12
dfxtp_1,65
and4_1,10
and3_1,7
o311ai_0,2
o41ai_1,3
o21ai_0,7
a31o_2,2
or3_1,6
buf_2,7
nor2b_1,2
[cell usage in the layout (no fill, tap or decap), types with 9 or more instances in the layout]
cell type	count
dfxtp_1	65
nand4_1	28
nor2_1	26
a21oi_1	24
nand2_1	23
xnor2_1	23
nand3_1	21
or4_1	15
o31ai_1	14
xor2_1	14
nor4_1	12
inv_1	11
nor3_1	10
and4_1	10
clkbuf_8	9
[through the flow]
stage | util, % | cell area (sq um)
3_3_place_gp | 31.22 | 3385
3_5_place_dp | 31.22 | 3385
4_1_cts | 32.85 | 3561
6_report | 32.85 | 3561
2_1_floorplan | - | 3349
5_1_grt | 32.85 | 3561
[cell type report]
cell class / count / share of cell area (%)
clock buffer: 11 / 3.689
clock inverter: 4 / 1.265
inverter: 11 / 1.160
multi-input combinational: 277 / 50.53
sequential: 66 / 37.39
tap: 140 / 4.919
timing repair buffer: 4 / 1.054
[final timing paths]
path         cells after the start  slack (ps)                    endpoint
max                              5        2300  echo_cntr[22]$_SDFFE_PN0P_
min                              1         470      counter[31]$_SDFF_PN0_
max reg2reg                      5        2720   echo_cntr[0]$_SDFFE_PN0P_
min reg2reg                      1         470      counter[31]$_SDFF_PN0_
[where the power goes]
| group | switching, W | internal [W] |
|---|---|---|
| Combinational | 0.0000347 | 0.0000376 |
| Clock | 0.000191 | 0.000225 |
| Sequential | 0.0000376 | 0.000556 |
[worst max-delay path: stages]
cell	delay (ps)
clkdlybuf4s50_1	580
and4_1	410
nand4_2	330
or4_1	500
a21oi_1	150
[logic make-up (layout without fill, tap and decap cells)]
family	Yosys count	in the layout	synth area share [%]
muxes	1	1	0.2989
buffers and inverters	37	30	6.537
xor gates and xnor gates	37	37	9.675
AOI/OAI and AO/OA	54	54	10.09
DFF	66	66	39.75
and+or+nand+nor	181	181	32.16
adders and majority gates	4	4	1.494
[flip-flops by register name, summed over array words and instances (netlist names)]
register	cells
counter	32
echo_cntr	32
isCrash	1
trigger	1
[routing by layer]
layer	track usage, %	share of wire [%]
met1	18.31	52
met4	2.740	2.6
met3	1.852	2.7
met5	0	0
met2	17.72	43
Power and IR drop assume default switching activity.
