$ cat run.sh
#!/bin/bash
# OpenROAD 26Q1-2900-gdf79404cd8, Yosys 0.63+post, stock flow scripts
make -C /OpenROAD-flow-scripts/flow DESIGN_CONFIG=/design/flow/config.mk WORK_HOME=/design/flow/orfs finish
$ cat config.mk
export PLATFORM = sky130hd
export DESIGN_NAME = Top
export DESIGN_NICKNAME = Top
export VERILOG_FILES = /design/flow/design.v
export SDC_FILE = /design/flow/constraint.sdc
export NUM_CORES = 4
export LEC_CHECK = 1
export CORE_UTILIZATION = 40
$ cat constraint.sdc
current_design Top

set clk_period 6.2
set clk_io_pct 0.2

create_clock -name clk0 -period $clk_period [get_ports {JB}]

set non_clock_inputs [all_inputs -no_clocks]
set_input_delay [expr $clk_period * $clk_io_pct] -clock clk0 $non_clock_inputs
set_output_delay [expr $clk_period * $clk_io_pct] -clock clk0 [all_outputs]
$ cat design.v
module ColorSensor(output reg color, input clk, input freq);
reg [31:0] greenTemp; reg[31:0] tempFreq; reg last = 0;
reg [31:0] GreenFreq; 
reg [31:0] count; 
always@(posedge clk)
	begin
		if(count <= 200000)
			begin
				if(~last &&freq)
					begin
						tempFreq <= tempFreq + 1;	
					end
				count <= count + 1;
				last <= freq;
			end
		else
			begin
				count <= 0;
				GreenFreq <= tempFreq;
				if(GreenFreq > 0)
					begin
						color <= 1;
						tempFreq <= 0;
					end 
				else
					begin
						color <= 0;
						tempFreq <= 0;
					end
			end
	end
endmodule
module Top(input [7:5]JB, input clk, output [0:0]led);
		reg [15:0] displayed_number;
			wire [3:0]anode_activate;
			wire [6:0]led_out;
			reg [26:0] one_second_counter;  
            wire one_second_enable;
                reg [31:0] freqValue; wire sensorFreq; wire color;
                assign color = led[0];
                assign sensorFreq = JB[7]; 
                ColorSensor c1(color, sensorFreq, clk);
endmodule
==> job_summary.md <==
### Metrics collected by this job

| Metric | Value |
|---|---|
| Dominant kind of combinational cell | simple AND/OR/NAND/NOR gates |
| Layout cell share with drive strength beyond 1 | 0.0795 |
| Finish-stage setup viols | 0 |
| Post-DP HPWL | 4.14 mm |
| Main synth FF type | dfxtp_1 |
| Crit end category | register |
| Synth mux share | 0.00257 |
| Crit-path max FO | 8 |
| Largest net degree at the start of global routing | 52 |
| Async set or reset register ratio after synthesis | 0 |
| Postcts setup bufs | 0 |
| Worst-case clock buffer depth | 2 |
| Synthesized instance count | 350 |
| Worst slew pin tran | 0.741 ns |
| Routability Congestion | 0.800 |
| Commonest Layout Cell | dfxtp_1 |
| Simple Share, Synth | 0.222 |
| Post-route cell area | 4260 um^2 |
| N_diodes | 0 |
| Seq. cell area | 2300 um^2 |
| Num ports | 5 |
| Std cell rows | 35 |
| WP data required | 6.41 ns |
| Slew Viols, Final | 0 |
| Clock Latency Late Sink | 0.29 ns |
| Ys cells | 350 |
| Crit path from | clk |
| Yosys stat chip area | 3890 um^2 |
| Worst Slack Setup Final | 3.08 ns |
| Number of global-route vias before repair | 2340 |
| Chip area | 10100 um^2 |
| Root Driver | clkbuf_8 |
| Pleak | 1.33 nW |
| Fillers | 871 |
| Placed Cells | 478 |
| Area Overhead vs Synth | 9.52% |
| Tool warnings | 84 |
| Yosys reg bits | 98 |
| Pwr per Cell Area | 237 nW/um^2 |
| Synth warn | 1 |
| Seq/Total Area, Yosys | 0.592 |
| Sink Count | 98 |
| Comb area | 1510 um^2 |
| Grt total ovfl | 0 |
| Final hold slack | 0.458 ns |
| Gr usage total | 0.141 |
| CP Class | input port to register |
| RSZ-0062 raised after global routing | false |
| Fin crit period | 3.12 ns |
| Reg2reg path depth | 5 |
| Total of max-cap violations | 0 |
| Clock slew at reported path FFs | 0.07 ns |
| Status | complete, no violations |
| Drt wl/cell | 13.0 um |
| Fmax | 320 MHz |
| Post_cts resized | 0 |
| Setup WS pre-CTS | 2.80 ns |
| TritonCTS buffer count | 9 |
| Worst Path Arrival | 3.33 ns |
| Post-route ant nets | 0 |
| Wirelength, routed | 6.44 mm |
| Critical Path Source Type | input port |
| Syn avg cell area | 11.1 um^2 |
| Setup TNS | 0 ns |
| Max VDD drop | 0.000115 V |
| Cell Area, Synth | 3890 um^2 |
| Floorplan core density | 0.417 |
| Port Buf Inserts | 2 |
| Top cells excl fill/tap | dfxtp_1 (64), edfxtp_1 (34), nor3_1 (28), a211oi_1 (24), or4_1 (21) |
| Pre-antenna DRT Iters | 4 |
| Adder Share, Synth | 0.00965 |
| Die Height | 101 um |
| DR vias/cell | 5.23 |
| DRC viols | 0 |
| Die width | 101 um |
| Slew HR | 0.506 |
| Period utilization | 0.503 |
| First-pass GRT wire length | 10.9 mm |
| R2R Path End | c1.tempFreq[20] |
| Hold_buf cts | 0 |
| Initial DRC Count | 101 |
| Post-synth EDFFs | 34 |
| Hold Path Class | register to register |
| TritonCTS clock tree | yes |
| H-tree levels | 3 |
| Synth unique cells | 38 |
| Post-Synth AOI/OAI Area | 0.0913 |
| Routed vias | 2585 |
| Final Hold Vio Count | 0 |
| Reg2reg start | c1.tempFreq[0] |
| R2R setup slack | 4.00 ns |
| Post-Synth XOR/XNOR Area | 0.0495 |
| Core area | 9330 um^2 |
| Final std cells w/o fill | 494 |
| Initial antenna violation count | 0 |
| Post-DP Area | 4060 um^2 |
| Clock Skew | 0.00258 ns |
| Crit path capture | c1.tempFreq[31] |
==> synthesized netlist by cell type (2+ instances only) <==
library cell,count,share of area
o21ai_0,11,0.014
or3_1,11,0.018
ha_1,3,0.0097
dfxtp_1,64,0.33
nand4_1,16,0.026
edfxtp_1,34,0.26
nor3_1,28,0.036
nand3_1,14,0.018
a211oi_1,24,0.046
clkbuf_1,14,0.014
nor2_1,4,0.0039
and4_1,4,0.0090
nor4_1,12,0.019
or2_2,5,0.0080
nand2_1,12,0.012
a21oi_1,3,0.0039
or4_1,21,0.041
and3_1,3,0.0048
inv_1,13,0.013
xnor2_1,15,0.034
o31ai_1,14,0.027
or4_4,2,0.0058
xor2_1,7,0.016
or3_2,2,0.0039
==> worst max-delay path, stage by stage <==
cell             delay, ns
clkdlybuf4s50_1       0.53
nand4b_1              0.23
or4_1                 0.60
or4_1                 0.50
a211oi_1              0.22
==> report_power, final <==
group	total (mW)	leakage (nW)	internal [mW]	switching [mW]
registers	0.666	0.937	0.665	0.00103
logic	0.00286	0.293	0.00118	0.00168
clock network	0.339	0.0973	0.189	0.150
==> registers in the layout, summed over array words and instances (netlist names) <==
name / count
c1.tempFreq: 32
c1.count: 32
c1.GreenFreq: 32
c1.last: 1
c1.color: 1
==> area by class of cell <==
class	instances	area share
Sequential cell	98	0.540
Multi-Input combinational cell	234	0.354
Tap cell	129	0.0379
Clock buffer	9	0.0291
Clock inverter	7	0.0185
Timing Repair Buffer	4	0.00822
Inverter	13	0.0115
==> routing by layer <==
metal / track usage / up-vias / share of wire
met5: 0 / - / 0
met4: 0.0223 / 0 / 0.011
li1: - / 1347 / -
met2: 0.215 / 23 / 0.45
met3: 0.0331 / 6 / 0.030
met1: 0.217 / 1209 / 0.51
==> per-stage QoR <==
stage / util / power, mW
after floorplan: - / 0.681
after global placement: 0.435 / 0.683
after detailed placement: 0.435 / 0.683
after CTS: 0.457 / 1.09
after global routing: 0.457 / 1.11
final: 0.457 / 1.01
==> cell families after synthesis <==
family	Yosys count
AOI/OAI and AO/OA	52
xor gates and xnor gates	22
DFF	98
adders and majority gates	3
muxes	1
other	1
and+or+nand+nor	142
buffers and inverters	31
==> how the worst min path moves through the flow <==
stage,end,slack (ns),from,depth (start not counted)
4_1_cts,c1.GreenFreq[31],0.47,c1.tempFreq[31],0
5_1_grt,c1.GreenFreq[31],0.48,c1.tempFreq[31],0
6_report,c1.GreenFreq[31],0.46,c1.tempFreq[31],0
No activity file was given, so power comes from the tool's default toggle rates.
